==> design/flow/design.v <==
module meioSubtrator(output empresta,
                    output diferenca,
                    input a,
                    input b);
    xor XOR1(diferenca, a, b);
    and AND1(empresta, ~a, b);
endmodule  
module subtratorCompleto(output emprestaSaida,
                        output diferenca,
                        input a,
                        input b,
                        input emprestaEntrada);
    wire diferencaParcial;
    wire emprestaParcial1;
    wire emprestaParcial2;
    meioSubtrator MS1(emprestaParcial1, diferencaParcial, a, b);
    meioSubtrator MS2(emprestaParcial2, diferenca, diferencaParcial, emprestaEntrada);
    or OR1(emprestaSaida, emprestaParcial1, emprestaParcial2);
endmodule  
module subtrator6bits(output [5:0] diferenca,
                     output emprestaFinal,
                     input [5:0] a,
                     input [5:0] b,
                     input emprestaInicial);
    wire [5:0] empresta;
    subtratorCompleto SUB0(empresta[0], diferenca[0], a[0], b[0], emprestaInicial);
    subtratorCompleto SUB1(empresta[1], diferenca[1], a[1], b[1], empresta[0]);
    subtratorCompleto SUB2(empresta[2], diferenca[2], a[2], b[2], empresta[1]);
    subtratorCompleto SUB3(empresta[3], diferenca[3], a[3], b[3], empresta[2]);
    subtratorCompleto SUB4(empresta[4], diferenca[4], a[4], b[4], empresta[3]);
    subtratorCompleto SUB5(emprestaFinal, diferenca[5], a[5], b[5], empresta[4]);
endmodule  
module teste_subtrator6bits;
    reg [5:0] a;
    reg [5:0] b;
    wire [5:0] diferenca;
    wire emprestaFinal;
    subtrator6bits SUBTRATOR(diferenca, emprestaFinal, a, b, 1'b0);
    initial begin : main
        $display("Guia_0802 - Felipe Gabriel de Carvalho - 1543536");
        $display("Teste do Subtrator de 6 bits");
        a = 6'b000000; b = 6'b000000;
        #1 $display("%b - %b = %b empresta=%b", a, b, diferenca, emprestaFinal);
        a = 6'b000001; b = 6'b000001;
        #1 $display("%b - %b = %b empresta=%b", a, b, diferenca, emprestaFinal);
        a = 6'b010101; b = 6'b001010;
        #1 $display("%b - %b = %b empresta=%b", a, b, diferenca, emprestaFinal);
        a = 6'b000001; b = 6'b000010;
        #1 $display("%b - %b = %b empresta=%b", a, b, diferenca, emprestaFinal);
        a = 6'b111111; b = 6'b111111;
        #1 $display("%b - %b = %b empresta=%b", a, b, diferenca, emprestaFinal);
    end
endmodule  
==> design/flow/run.sh <==
#!/bin/bash
# OpenROAD 26Q1-2900-gdf79404cd8, Yosys 0.63+post, stock flow scripts
make -C /OpenROAD-flow-scripts/flow DESIGN_CONFIG=/design/flow/config.mk WORK_HOME=/design/flow/orfs finish
==> design/flow/config.mk <==
export PLATFORM = sky130hd
export DESIGN_NAME = subtrator6bits
export DESIGN_NICKNAME = subtrator6bits
export VERILOG_FILES = /design/flow/design.v
export SDC_FILE = /design/flow/constraint.sdc
export NUM_CORES = 4
export LEC_CHECK = 1
export CORE_AREA = 10 10 70 70
export DIE_AREA = 0 0 80 80
==> design/flow/constraint.sdc <==
current_design subtrator6bits

set clk_period 4.6
set clk_io_pct 0.2

create_clock -name clk0 -period $clk_period

set non_clock_inputs [all_inputs -no_clocks]
set_input_delay [expr $clk_period * $clk_io_pct] -clock clk0 $non_clock_inputs
set_output_delay [expr $clk_period * $clk_io_pct] -clock clk0 [all_outputs]
==> Slide: Implementation Results <==
Flow Results at a Glance

Setup path
  • Cell Chain, Critical Path: dlygate4sd2_1 > inv_2 > fa_2 > inv_2 > fa_2 > fa_2 > fa_2 > fa_2 > inv_1 > clkdlybuf4s50_1
  • Critical Path Sink Type: output pin
  • Crit-path max FO: 1
  • Arrival time reported for the critical path endpoint: about 3500 ps
  • Type of origin of the critical path: input port
  • Delay contributed by the slowest stage of the critical path: 560 ps
  • Required time of the worst setup path: about 3700 ps
  • Most repeated library cell on the critical path: fa_2
  • Library cell contributing the largest single delay on the critical path: fa_2
  • WS Path Type: input port to output pin
  • Count of buffer and inverter cells on the critical path: 5
  • Kind of cell with the highest combined delay on the critical path: adder cells

Hold path
  • Worst Hold Path Cells: 4
  • Type of the most critical hold path: input port to output pin
  • Hold Path End: diferenca[5]
  • Hold Crit Start: b[5]

Final timing
  • Final setup violation count: 0
  • Post-route setup TNS: 0 ps
  • Tcrit/Tclk final: 96.6%
  • Slew @ Worst Pin: ~100 ps
  • Minimum clock period: about 4400 ps
  • Maximum frequency from static timing analysis: roughly 230 MHz
  • RSZ-0062 raised after global routing: no
  • Setup slack after layout: 158 ps
  • Relative max-transition margin: between 90 and 100%
  • Final tally of max-slew violations: 0
  • Worst hold margin: 2600 ps
  • Final hold viol count: 0

Floorplanning
  • Starting density of the core: under 10%
  • Horizontal die dimension: 80 um
  • CORE AREA: ~3400 sq um
  • Area of the die: 6400 sq um
  • Site Rows: 21
  • Overall die height: around 80 um
  • I/O pin total: 20

Power
  • P_leak: 0.000193 uW
  • Pwr Total: roughly 45 uW
  • Maximum resistive drop on vdd: 0.0349 mV
  • Power density of the placed cells: roughly 100 nW/um^2

Layout
  • Share of layout cells above drive strength 1: about 28%
  • Final standard cell area without fillers: roughly 440 sq um
  • Synth-to-Final Area Change: 100%
  • Sequential cell count of the final layout: 0
  • Dominant logic cell types in the final layout: clkdlybuf4s50_1 (15), inv_1 (10), fa_2 (6), inv_2 (4), dlygate4sd2_1 (4)
  • Number of clock-tree buffers in the layout: 0
  • Sequential standard cell area: 0 sq um
  • Most frequent standard cell in the layout excluding fill and tap cells: clkdlybuf4s50_1

Routing
  • DRC violation total after the first TritonRoute iteration: 0
  • Total number of vias: ~180
  • DRC errors left: 0
  • Vias per inst: between 2 and 2.5
  • Final antenna-violating net count: 0
  • Antenna Cells: 0
  • First-pass iteration count of the detailed router: 1
  • Detailed-route wire length: approximately 570 um
  • Avg WL per Cell: ~6.6 um

Synth
  • Seq/Total Area, Yosys: 0%
  • Count of different cell masters after synthesis: 3
  • Cell count listed in synth_stat.txt: 26
  • Post-synthesis instance area: 218 sq um
  • Count of yosys warnings during synthesis: 0
  • Cell count after synthesis: 26
  • Post-synthesis area per instance: ~8.4 sq um
  • Chip area from the yosys synthesis statistics: around 220 sq um

Global routing
  • Wire length of the first global-routing pass: ~980 um
  • Tot GR Track Use: between 1.5 and 2%
  • Number of antenna violations at the first check in global routing: 0
  • Vias in the first global route: between 200 and 250
  • Sum of overflow across all layers after global routing: 0
  • Largest net degree at the start of global routing: 2

Place
  • Count of input and output buffers: 20
  • Placement-stage worst setup slack: -394 ps
  • Standard cell area after detailed placement: 430 sq um
  • Placer's final routability congestion estimate: ~0.76
  • HPWL after DPL: approximately 570 um

Run
  • OpenROAD warnings: 32
  • Maximum capacitance violations: 0

Outcome
  • Run status: finished clean
[synthesized netlist by cell type]
library cell	number	area (sq um)
fa_1	6	120
buf_4	6	45.0
inv_1	14	52.6
[area by class of cell]
class,instances,area (sq um)
multi-input cells,6,135
fillers,403,2980
inverters,14,52.6
well taps,46,57.6
repair buffers,20,190
[timing repair]
item                       in CTS  in global routing
resized                        17                  0
buffers inserted                0                  0
pin swaps                       5                  2
hold buffers                    0                  0
cloned                          0                  0
hold endpoints to repair        0                  0
setup endpoints to repair       3                  2
[routing by layer]
metal / wire length (um) / global-route usage [%] / vias up
met5: 0 / 0 / -
li1: - / - / 86
met1: 233 / 2.30 / 78
met2: 206 / 2.89 / 19
met3: 129 / 1.25 / 0
met4: 0 / 0 / 0
[metrics by stage]
stage / std cells / util [%]
finish: 86 / 12.7
floorplan: 26 / -
global placement: 86 / 12.6
global route: 86 / 12.7
CTS: 86 / 12.7
detailed placement: 86 / 12.6
[kinds of logic after synthesis]
family,Yosys count,share of synthesized area [%]
adder cells (fa/ha/maj),6,55.2
buffers and inverters,20,44.8
[how the worst max path moves through the flow]
stage / start / endpoint / slack (ps) / cells past startpoint
after global routing: emprestaInicial / diferenca[4] / 20 / 10
final: emprestaInicial / diferenca[4] / 160 / 10
after CTS: emprestaInicial / diferenca[4] / 40 / 10
[power breakdown]
part | total, uW | switching [uW] | leakage (uW) | internal (uW)
sequential | 0 | 0 | 0 | 0
combinational | 44.6 | 13.4 | 0.000193 | 31.2
clock | 0 | 0 | 0 | 0
Power and IR drop assume default switching activity.
